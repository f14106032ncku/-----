## /design/flow/design.v

```verilog
module ALU (
    input [6:0] opcode,
    input [2:0] func3,
    input [6:0] func7,
    input [31:0] pc,
    input [31:0] operand1,
    input [31:0] operand2,
    output reg [31:0] alu_out,
    output non_operation
);
    always @(*)
    begin
        case (opcode)
            7'b0010011:begin
                case (func3)
                    3'b000:alu_out = operand1 + operand2;
                    3'b010:alu_out=($signed(operand1) < $signed(operand2))?32'b1:32'b0;
                    3'b011:alu_out = (operand1 < operand2)?32'b1:32'b0;
                    3'b100:alu_out = operand1 ^ operand2;
                    3'b110:alu_out = operand1 | operand2;
                    3'b111:alu_out = operand1 & operand2;
                    3'b001:alu_out = operand1 << operand2[4:0];
                    3'b101:begin
                        case (func7)
                        7'b0000000:alu_out = operand1 >> operand2[4:0];
                        7'b0100000:alu_out = $signed(operand1) >>> operand2[4:0];
                        default:begin  
                            alu_out=32'b0;
                        end                          
                        endcase
                    end
                    default:begin  
                        alu_out=32'b0;
                    end
                endcase
            end
            7'b0110011:begin
                case (func3)
                    3'b000:begin
                        case (func7)
                            7'b0000000:alu_out = operand1 + operand2;
                            7'b0100000:alu_out = operand1 - operand2;
                        default:begin  
                            alu_out=32'b0;
                        end                             
                        endcase                         
                        end
                    3'b001:alu_out = operand1 << operand2[4:0];
                    3'b010:alu_out = ($signed(operand1) < $signed(operand2))?32'b1:32'b0;
                    3'b011:alu_out = (operand1 < operand2)?32'b1:32'b0;
                    3'b100:alu_out = operand1 ^ operand2;
                    3'b101:begin
                        case (func7)
                        7'b0000000:alu_out = operand1 >> operand2[4:0];
                        7'b0100000:alu_out = $signed(operand1) >>> operand2[4:0];
                        default:begin  
                            alu_out=32'b0;
                        end                        
                        endcase
                    end
                    3'b110:alu_out = operand1 | operand2;
                    3'b111:alu_out = operand1 & operand2;
                    default:begin  
                        alu_out=32'b0;
                    end
                endcase
            end
           7'b1100011:begin
                case(func3)
                    3'b000:begin
                        alu_out=(operand1 == operand2)?1'b1:1'b0;
                    end
                    3'b001:alu_out=(operand1 == operand2)?1'b0:1'b1;
                    3'b100:alu_out=($signed(operand1) <$signed(operand2))?1'b1:1'b0;  
                    3'b101:begin                    
                        alu_out=($signed(operand1) >=$signed(operand2))?1'b1:1'b0;
                    end
                    3'b110:alu_out=(operand1<operand2)?1'b1:1'b0;  
                    3'b111:alu_out=(operand1>=operand2)?1'b1:1'b0;
                    default:begin  
                        alu_out=32'b0;
                    end   
                endcase
           end
            7'b0000011:begin
                case (func3)
                    3'b000:alu_out=operand1+operand2;
                    3'b001:alu_out=operand1+operand2;
                    3'b010:alu_out=operand1+operand2;
                    3'b100:alu_out=operand1+operand2;
                    3'b101:alu_out=operand1+operand2;
                    default:begin  
                        alu_out=32'b0;
                    end
                endcase
            end
            7'b0100011:begin
                case(func3)
                    3'b000:alu_out=operand1+operand2;
                    3'b001:alu_out=operand1+operand2;
                    3'b010:alu_out=operand1+operand2;
                    default:begin  
                        alu_out=32'b0;
                    end
                endcase
            end
            7'b0110111:alu_out={operand2[31:12],12'b0};
            7'b0010111:alu_out=operand1+{operand2[31:12],12'b0};
            7'b1101111:alu_out=pc+1;
            7'b1100111:alu_out=pc+1;
            default:begin  
                alu_out=32'b0;
            end
        endcase
    end
   assign non_operation = (alu_out == 32'b0) ? 1'b1 : 1'b0;
endmodule
```

## /design/flow/run.sh

```bash
#!/bin/bash
# OpenROAD 26Q1-2900-gdf79404cd8, Yosys 0.63+post, stock flow scripts
make -C /OpenROAD-flow-scripts/flow DESIGN_CONFIG=/design/flow/config.mk WORK_HOME=/design/flow/orfs finish
```

## /design/flow/config.mk

```make
export PLATFORM = sky130hd
export DESIGN_NAME = ALU
export DESIGN_NICKNAME = ALU
export VERILOG_FILES = /design/flow/design.v
export SDC_FILE = /design/flow/constraint.sdc
export NUM_CORES = 4
export LEC_CHECK = 1
export CORE_UTILIZATION = 30
```

## /design/flow/constraint.sdc

```tcl
current_design ALU

set clk_period 17.1
set clk_io_pct 0.2

create_clock -name clk0 -period $clk_period

set non_clock_inputs [all_inputs -no_clocks]
set_input_delay [expr $clk_period * $clk_io_pct] -clock clk0 $non_clock_inputs
set_output_delay [expr $clk_period * $clk_io_pct] -clock clk0 [all_outputs]
```

==> run notes <==
Implementation results are summarized by area below.

Detailed routing
The wire length reported by the detailed router is around 75000 um. The wire length on met3 is 7219 um. Wire segments on met2 add up to 31540 um in the final route. After detailed routing, the wire length on met1 is 30730 um.

Summing over every cut layer, the via total after detailed routing is about 16000. The DRC violation count after routing is 0. The number of inserted diodes is 0. The count of nets left with antenna violations once routing finished came out at 0.

The uppermost metal layer occupied by signal nets is met5. Before antenna repair, the detailed router went through 6 iterations. The via density per instance is 6.689. The final routed wire length divided by cell count is 31.87 um. In this run, the number of DRC markers left after iteration 0 of detailed routing was 2006.

Yosys
After synthesis, the largest area contributor takes up a little over 10% of total cell area. The cell with the most instances after synthesis is sky130_fd_sc_hd__nand2_1. In this run the mean area of a mapped cell was 6.772 um^2. The synthesis run identifies the leading combinational cell family as AND-OR/OR-AND gates. The share of the yosys chip area belonging to registers is 0%.

The main area contributors are sky130_fd_sc_hd__ha_1 (10%), sky130_fd_sc_hd__mux4_2 (9.4%), sky130_fd_sc_hd__a21oi_1 (5.4%). The count of warnings emitted by yosys is 1. The portion of synthesized area spent on multiplexers is 16.35%. Yosys reports a chip area of 11930 um^2. Counting every instance in the synthesized netlist gives 1761. The basic-gate share of the synthesized area counting and, or, nand and nor cells is 25.79%.

The post-synthesis cell type with the largest combined area is sky130_fd_sc_hd__ha_1. In this run the cell area of the synthesized design comes to approximately 12000 um^2. The xor and xnor fraction of the mapped netlist area is 4.480%. The number of distinct library cells after synthesis is 89. The share of synthesized cell area in and-or and or-and compound cells is 34.66%. The synthesis run shows the most used standard cells to be sky130_fd_sc_hd__nand2_1 (166), sky130_fd_sc_hd__nor2_1 (157), sky130_fd_sc_hd__a21oi_1 (128), sky130_fd_sc_hd__o21ai_0 (119). For reference, full adder, half adder and majority cells occupy 10.79% of the area reported after synthesis. The number of cell instances after yosys synthesis is 1761.

Finish
Registers take 0 um^2. The final instance area is 13910 um^2. The final layout contains a sequential cell count of 0. The clock buffers instantiated in the layout total 0. The number of fill cells is about 4200. The total area of multi-input combinational cells is 11000 um^2.

The layout summary lists the proportion of cells stronger than drive strength 1 as ~10%. The area added between synthesis and finish is 16.63%. Once layout is complete, the utilization of the core stands at 35.74%.

Power and ir drop
The switching power as a share of total power is 64.08%. The proportion of power drawn by combinational gates is 100.0%. The power share of the clock group is 0%. IR analysis of the VDD net gives a maximum drop of 0.02522 mV.

For this design the total switching power over the nets is 284.3 uW. For this design the ratio of total power to cell area is 31.90 nW/um^2. The internal power of the cells totals between 150 and 200 uW.

The total power draw is 443.7 uW. In this run the static leakage power is 0.005282 uW. The sequential cell fraction of total power is 0%.

Global route
The number of antenna violations at the first check in global routing is 2. The wire length of the first global-routing pass is 105300 um. For this run, the total global-route usage over all layers was measured as a little over a third. The number of global-route vias before repair is 14360. The pin count of the biggest net entering global routing is 65. The total overflow left after global routing is 0.

Placed design
Input and output buffers added on the ports amount to roughly 150. The placed instances occupy a cell area of approximately 14000 um^2. The final weighted congestion recorded by global placement is approximately 1.1. The total half-perimeter wirelength after legalization and detailed placement is 59790 um. The worst slack after detailed placement is 4601 ps.

Setup path
The startpoint type of the worst setup path is an input pin. Data on the critical path arrives at its endpoint at 9280 ps. The highest cell delay on the worst timing path is ~880 ps. The slowest library cell on the worst path is sky130_fd_sc_hd__nor4_1. The most repeated library cell on the critical path is sky130_fd_sc_hd__clkdlybuf4s50_1.

The endpoint kind of the worst setup timing path is an output port. Grouping stages by cell kind, the critical path spends the most delay in AND-OR/OR-AND gates. The required time at the worst endpoint is listed as 13680 ps. Traced cell by cell, the critical path runs through clkdlybuf4s50_1 -> buf_4 -> inv_1 -> ha_1 -> nor2_1 -> a211oi_1 -> a21oi_1 -> nor4_1 -> o21ba_2 -> o31ai_1 -> a221oi_1 -> mux2i_1 -> a211o_1 -> or4_4 -> nor4_2 -> clkdlybuf4s50_1. The combined buffer and inverter count along the critical path is 4. The critical path class is in2out. The highest net fanout along the worst path is 28.

Die
The die is 201.4 um wide. The chip height is 201.4 um. The floorplan step defined a die boundary enclosing 40550 um^2. The count of standard-cell rows is slightly above 70. For this configuration, the core starts out at a cell density of a little under a third. Per the OpenROAD floorplan log, the area of the core is a little under 40000 um^2.

The floorplan report gives the top-level pin count as 146.

Timing
The worst relative slew slack is 21.84%. After layout, the worst path uses 74.26% of the clock period. Based on the critical path, the design can be clocked at up to 0.07875 GHz.

At the pin with the least slew margin, the transition time is 1158 ps. The count of final hold-check violations is 0. The final period demand of the worst path is 12700 ps. Pins over their slew limit in the final report were tallied at 0. The final total negative setup slack is 0 ps. Setup repair after global routing left no endpoint under its margin.

The final-report setup violation count is 0. The critical path in the final layout is reported with a setup slack of 4402 ps.

Clock network
The number of buffers inserted for hold repair after clock tree synthesis is 0. The post-CTS repair timing setup buffer count is 0. After clock tree synthesis, the repair step resized 0 gates.

Job
OpenROAD emitted warnings numbering ~97. In this run the maximum-capacitance check reported violations numbering 0.

Outcome
The run finished with clean final reports.

Hold path
The tightest min-delay check is of the in2out type.
per-stage QoR:
| step | hold WS (ps) | cells |
|---|---|---|
| final | 7952 | 2344 |
| after global routing | 8015 | 2344 |
| after CTS | 7959 | 2344 |
| after detailed placement | 7949 | 2344 |
| after global placement | 7959 | 2344 |
| after floorplan | 6940 | 1761 |
cell type report:
type               count  area share (%)
multi-input cells   1517           79.10
repair buffers       202           13.35
well taps            518           4.660
inverters            107           2.888
power by group through the flow:
stage / clock [uW] / sequential, uW / combinational [uW]
6_report: 0 / 0 / 444
5_1_grt: 0 / 0 / 464
4_1_cts: 0 / 0 / 429
tightest hold or removal path: cells and delay by family:
kind / cells / cell delay, ps
AND/OR/NAND/NOR: 1 / 50
buffers and inverters: 3 / 770
AND-OR/OR-AND: 2 / 280
final timing paths:
path,from,end,cells after the start
hold / removal,func3[1],alu_out[14],6
setup / recovery,operand2[4],non_operation,16
cells by family after synthesis:
logic type	count (synthesis)
AND-OR/OR-AND	601
XOR/XNOR	61
adder cells (fa/ha/maj)	101
buffers and inverters	244
multiplexers	129
AND/OR/NAND/NOR	625
routing by layer:
metal	vias to the layer above	global-route usage, %
met5	-	0
met4	2	20.40
met3	221	7.275
met2	1080	53.34
li1	6862	-
met1	7513	50.05
placed cells by master (no fill, tap or decap), types with 8 or more instances in the layout:
| cell | synthesis | final |
|---|---|---|
| sky130_fd_sc_hd__a211oi_1 | 33 | 33 |
| sky130_fd_sc_hd__xor2_1 | 20 | 20 |
| sky130_fd_sc_hd__mux4_2 | 50 | 50 |
| sky130_fd_sc_hd__o31ai_1 | 16 | 16 |
| sky130_fd_sc_hd__a21o_1 | 13 | 13 |
| sky130_fd_sc_hd__a22oi_1 | 16 | 16 |
| sky130_fd_sc_hd__o21a_1 | 11 | 11 |
| sky130_fd_sc_hd__or3_1 | 13 | 13 |
| sky130_fd_sc_hd__a2111oi_0 | 16 | 16 |
| sky130_fd_sc_hd__inv_1 | 100 | 100 |
| sky130_fd_sc_hd__nor2b_1 | 23 | 23 |
| sky130_fd_sc_hd__o2111ai_1 | 10 | 10 |
| sky130_fd_sc_hd__ha_1 | 98 | 98 |
| sky130_fd_sc_hd__a221o_1 | 10 | 10 |
| sky130_fd_sc_hd__nand3_1 | 55 | 55 |
| sky130_fd_sc_hd__o221ai_1 | 14 | 14 |
| sky130_fd_sc_hd__and4_1 | 8 | 8 |
| sky130_fd_sc_hd__o21bai_1 | 13 | 13 |
| sky130_fd_sc_hd__or2_2 | 14 | 14 |
| sky130_fd_sc_hd__a31oi_1 | 19 | 19 |
| sky130_fd_sc_hd__mux2_2 | 26 | 26 |
| sky130_fd_sc_hd__a32oi_1 | 13 | 13 |
| sky130_fd_sc_hd__nor2_1 | 157 | 156 |
| sky130_fd_sc_hd__nor3_1 | 52 | 49 |
| sky130_fd_sc_hd__buf_4 | 2 | 58 |
| sky130_fd_sc_hd__clkdlybuf4s50_1 | 0 | 140 |
| sky130_fd_sc_hd__nor4_1 | 23 | 22 |
| sky130_fd_sc_hd__o21ai_0 | 119 | 119 |
| sky130_fd_sc_hd__and3_1 | 23 | 23 |
| sky130_fd_sc_hd__a21oi_1 | 128 | 128 |
| sky130_fd_sc_hd__a221oi_1 | 35 | 35 |
| sky130_fd_sc_hd__o22ai_1 | 24 | 24 |
| sky130_fd_sc_hd__mux2i_1 | 53 | 53 |
| sky130_fd_sc_hd__nand2_1 | 166 | 166 |
| sky130_fd_sc_hd__nand4_1 | 26 | 26 |
| sky130_fd_sc_hd__xnor2_1 | 41 | 41 |
| sky130_fd_sc_hd__o211ai_1 | 26 | 26 |
| sky130_fd_sc_hd__nand2b_1 | 18 | 18 |
| sky130_fd_sc_hd__and2_1 | 16 | 16 |
Power is estimated from default activity; no workload was simulated.
