File: flow/design.v
module IDEX(
  input clk,rst,
  input [6:0] opcode_ID, 
  input [2:0] fun3_ID, 
  input [6:0] fun7_ID, 
  input [31:0] pc_ID, 
  input [31:0] readdata1_ID,  
  input [31:0] readdata2_ID, 
  input [31:0] imm_data_ID, 
  input [4:0] rs1_ID, 
  input [4:0] rs2_ID,  
  input [4:0] rd_ID,  
  input branch_ID,memread_ID,memtoreg_ID,memwrite_ID,alusrc_ID,regwrite_ID,  
  input flush, 
  input BP_ID,  
  output reg BP_EX,  
  output reg [31:0] pc_EX,
  output reg [4:0] rs1_EX,
  output reg [4:0] rs2_EX,
  output reg [4:0] rd_EX,
  output reg [31:0] imm_data_EX,
  output reg [31:0] readdata1_EX,  
  output reg [31:0] readdata2_EX,  
  output reg [6:0] opcode_EX,
  output reg [2:0] fun3_EX,
  output reg [6:0] fun7_EX,
  output reg branch_EX,memread_EX,memtoreg_EX, memwrite_EX, regwrite_EX,alusrc_EX
);
  always @ (posedge clk)
    begin
      if (rst || flush)
        begin
          pc_EX <= 31'b0;
          rs1_EX <= 5'b0;
          rs2_EX <= 5'b0;
          rd_EX <= 5'b0;
          imm_data_EX <= 31'b0;
          readdata1_EX <= 31'b0;
          readdata2_EX <= 31'b0;
          opcode_EX <= 7'b0;
          fun3_EX <= 4'b0;    
          fun7_EX <= 7'b0;                 
          branch_EX <= 1'b0;
          memread_EX <= 1'b0;
          memtoreg_EX <=1'b0;
          memwrite_EX <= 1'b0;
          regwrite_EX <= 1'b0;
          alusrc_EX <= 1'b0;
          BP_EX <= 1'b0;          
        end
      else
        begin
          pc_EX <= pc_ID;
          rs1_EX <= rs1_ID;
          rs2_EX <= rs2_ID;
          rd_EX <= rd_ID;
          imm_data_EX <= imm_data_ID;
          readdata1_EX <= readdata1_ID;
          readdata2_EX <= readdata2_ID;
          opcode_EX <= opcode_ID;
          fun3_EX <= fun3_ID;    
          fun7_EX <= fun7_ID;            
          branch_EX <= branch_ID;
          memread_EX <= memread_ID;
          memtoreg_EX <= memtoreg_ID;
          memwrite_EX <= memwrite_ID;
          regwrite_EX <= regwrite_ID;
          alusrc_EX <= alusrc_ID;
          BP_EX <= BP_ID;               
        end
    end
endmodule
File: flow/run.sh
#!/bin/bash
# OpenROAD 26Q1-2900-gdf79404cd8, Yosys 0.63+post, stock flow scripts
make -C /OpenROAD-flow-scripts/flow DESIGN_CONFIG=/design/flow/config.mk WORK_HOME=/design/flow/orfs finish
File: flow/config.mk
export PLATFORM = sky130hd
export DESIGN_NAME = IDEX
export DESIGN_NICKNAME = IDEX
export VERILOG_FILES = /design/flow/design.v
export SDC_FILE = /design/flow/constraint.sdc
export NUM_CORES = 4
export LEC_CHECK = 1
export CORE_AREA = 10 10 196 196
export DIE_AREA = 0 0 206 206
File: flow/constraint.sdc
current_design IDEX

set clk_period 1.0
set clk_io_pct 0.2

create_clock -name clk0 -period $clk_period [get_ports {clk}]

set non_clock_inputs [all_inputs -no_clocks]
set_input_delay [expr $clk_period * $clk_io_pct] -clock clk0 $non_clock_inputs
set_output_delay [expr $clk_period * $clk_io_pct] -clock clk0 [all_outputs]
==> run notes <==
Implementation summary

Of the total synthesized cell area, the portion taken by AND-OR and OR-AND cells is 0. The final reports fail on negative setup slack. The via-per-instance ratio is 3.38. The final report lists a non-filler cell total of 1198. Nets still carrying antenna violations after routing amount to 0. For reference, the most critical setup path is categorized as reg -> out. The detailed placer reported the number of placed instances as 1167. The number of placement rows is 68. The gate-level netlist out of Yosys references 5 unique cell types. Summing over every cut layer, the via total after detailed routing is 4055. The DRC violation total left in the routed layout is recorded as 0. The cell count along the critical path is 1. The mean instance size in the synthesized netlist is 15.2 sq um. The clock tree root buffer cell is sky130_fd_sc_hd__clkbuf_16. For this run, the script counts the antenna cells in the layout as 0. Of all nets on the critical path, the largest fanout is 1. The cell type of the slowest stage on the worst timing path is sky130_fd_sc_hd__dfxtp_4. Compared with the post-synthesis result, the final layout area differs by 69.0%. The overall fraction of global-route tracks in use is 0.0883. The hold-critical path depth is 2. The die footprint is 42400 sq um.

The worst supply voltage drop on vdd is 1.14 mV. The number of clock buffers added by TritonCTS is 17. The die is 206 um wide. The number of buffers and inverters on the critical path is 1. Of all cell types, the one taking the most synthesized area is sky130_fd_sc_hd__dfxtp_1. The chip area line in the Yosys stat output reads 5640 sq um. From the final report, the count of setup violators was given as 167. Entering global routing, the biggest net connects 27 pins. The total congestion overflow after global routing is 0. The initial antenna violation count came to 0. Once iteration 0 of detailed routing completed, the report listed 81 DRC markers. According to the report, the first pass of detailed routing completed in 4 iterations.

The worst setup margin is -0.128 ns. The first global-routing pass estimated 28000 um of wire. The kind of end point of the critical path is a primary output.

The flow ran to the end, but the final reports show violations. The maximum operating frequency is 887 MHz. The share of post-route cells with drive strength above 1 is 0.541.

The number of synthesized register bits is 167. The net switching share of the total power is 0.227. In the finished design, the share of the clock period the worst path needs comes to 1.13.

The cell family contributing the most delay on the critical path is flip-flops. The final max-slew violation count recorded for this run is 0. The end of the worst hold path is imm_data_EX[13]. The placer congestion estimate is 0.802. Looking at the max-slew report, the worst-margin pin has a slew of 0.502 ns. The longest clock path from root to sink contains 2 buffers. Setup repair after global routing could not meet its margin everywhere. The post-synthesis simple-gate area fraction is 0.338. The area of the mapped netlist is 5640 sq um. The cell-internal power is 11900 uW. The worst path required time is 0.80 ns.

The origin of the worst min-delay path is flush. For reference, the clock transition at the flip-flops on the worst setup and hold paths is 0.07 ns. Hold-check failures listed in the final report amount to 0. Per the summary, power density relative to cell area is 1620 nW/um^2.

Subtracting the final worst setup slack from the clock period gives 1.13 ns. The number of sinks handled by clock tree synthesis is 167. The number of global-route vias before repair is 4263.

The area share of xor/xnor cells in the synthesized design is 0. The type recorded for the worst min-delay path is in -> reg. Summed over all layers, the routed wires come to 19500 um. The longest incremental delay of any stage on the critical path is reported as 0.37 ns.

The fraction of synthesized area in multiplexers is 0. Of the total power, registers draw 0.452. Traced cell by cell, the critical path runs through buf_6. Yosys attributes the largest share of cell area to sky130_fd_sc_hd__dfxtp_1, sky130_fd_sc_hd__nor3b_2, sky130_fd_sc_hd__buf_6. The post-cts hold buffer count is 0. The combinational share of power is 0.113. The power report attributes to the clock group a share of 0.435. The core region is 34400 sq um.

The adder-cell share of the synthesized area is 0. The worst slew margin relative to its limit is 0.664. The H-tree level count is 4. For this run the detailed placement stage logged an HPWL of 15300 um. The count of instantiated cells in the yosys netlist is 372. The total number of yosys warnings is 1. The warning total across the stage logs is 27.

In this run the vertical extent of the chip is 206 um. Per the OpenROAD power report, leakage power amounts to 0.00393 uW. The accumulated negative setup slack is -6.73 ns. Across the run, the number of max-cap violations was 0. The buffers inserted during post-CTS setup optimization is 0. The area fraction of the largest cell type after synthesis is 0.593. The data arrival time at the worst-slack endpoint is 0.93 ns. The final routed wire length divided by cell count is 16.3 um. The post-route worst hold slack is 0.0780 ns. At the floorplan stage, the core utilization is reported as 0.164. The layout has 3606 filler cells. Of the combinational cells, the family taking the most area is simple AND/OR/NAND/NOR gates.

The clock tree from TritonCTS is yes. In this run the tool buffered the top-level ports with 336 buffer cells. In this run the power spent charging and discharging nets is 3500 uW. The final report gives the core utilization as 0.277.

The worst setup path is launched from a flop. 337 I/O pins were placed. The cell count after synthesis is 372. For this run, the register share of the synthesized area comes to 0.593.
[cells in the final DEF, fill, tap and decap left out, drive strengths merged]
cell / Yosys / final
nor3b: 167 / 167
buf: 38 / 209
clkbuf: 0 / 21
clkinv: 0 / 4
clkinvlp: 0 / 2
dfxtp: 167 / 167
inv: 0 / 4
bufinv: 0 / 2
clkdlybuf4s50: 0 / 167
[how the worst max path moves through the flow]
| stage | start | end | slack, ns |
|---|---|---|---|
| global route | imm_data_EX[21] | imm_data_EX[21] | -0.18 |
| finish | imm_data_EX[21] | imm_data_EX[21] | -0.13 |
| CTS | imm_data_EX[21] | imm_data_EX[21] | -0.17 |
[registers in the layout, summed over array words and instances, names as in the netlist]
name	flops
BP_EX	1
alusrc_EX	1
branch_EX	1
fun3_EX	3
fun7_EX	7
imm_data_EX	32
memread_EX	1
memtoreg_EX	1
memwrite_EX	1
opcode_EX	7
pc_EX	32
rd_EX	5
readdata1_EX	32
readdata2_EX	32
regwrite_EX	1
rs1_EX	5
rs2_EX	5
[through the flow]
step                      total power, uW  area, sq um  worst slack (ns)
after floorplan                      7740         5640             0.194
after global placement               9140         9680            -0.357
after detailed placement             9140         9680            -0.314
after CTS                           15800         9490            -0.169
after global routing                16200         9530            -0.180
final                               15400         9530            -0.128
[final cells by class]
class                   count  area [sq um]  share of cell area
clock inverters            12           141              0.0148
repair buffers            378          3080               0.323
clock buffers              19           453              0.0475
multi-input cells         167          1900               0.200
well taps                 455           569              0.0598
flip-flops and latches    167          3380               0.355
[power groups by stage]
| stage | clock network, uW | logic [uW] | registers, uW |
|---|---|---|---|
| after CTS | 7010 | 1770 | 6980 |
| after global routing | 7280 | 1880 | 7010 |
| final | 6720 | 1740 | 6990 |
[Yosys cell counts]
cell type,n
sky130_fd_sc_hd__dfxtp_1,167
sky130_fd_sc_hd__buf_2,6
sky130_fd_sc_hd__buf_6,32
sky130_fd_sc_hd__nor3b_2,130
sky130_fd_sc_hd__nor3b_1,37
[routing by layer]
layer | track usage | up-vias | share of wire
li1 | - | 1982 | -
met1 | 0.106 | 1905 | 0.38
met2 | 0.152 | 152 | 0.52
met3 | 0.0324 | 16 | 0.083
met4 | 0.0138 | 0 | 0.017
met5 | 0 | - | 0
[kinds of logic after synthesis]
kind of cell  Yosys count
buf+inv                38
simple gates          167
flops                 167
[timing repair]
action / in CTS / in global routing
gates resized: 585 / 12
cloned: 0 / 0
setup endpoints to repair: 167 / 167
Power is estimated from default activity; no workload was simulated.
