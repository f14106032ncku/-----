==> /design/flow/design.v <==
module registerFile(
  input clk,
  input [4:0] rs1,
  input [4:0] rs2,
  input [4:0] rd,
  input [31:0] wdata,
  input wen,
  output reg[31:0] rdata1,
  output reg[31:0] rdata2
);
  reg [31:0] registers [31:0];
  always @ (*)
    begin
          rdata1 = registers[rs1];
          rdata2 = registers[rs2];
    end
  always @(negedge clk) begin
    if (wen == 1 && rd != 0) begin
      registers[rd] <= wdata;
    end
    else registers[rd] <= registers[rd];
    registers[0] <= 32'b0;
  end
endmodule
==> /design/flow/run.sh <==
#!/bin/bash
# OpenROAD 26Q1-2900-gdf79404cd8, Yosys 0.63+post, stock flow scripts
make -C /OpenROAD-flow-scripts/flow DESIGN_CONFIG=/design/flow/config.mk WORK_HOME=/design/flow/orfs finish
==> /design/flow/config.mk <==
export PLATFORM = sky130hd
export DESIGN_NAME = registerFile
export DESIGN_NICKNAME = registerFile
export VERILOG_FILES = /design/flow/design.v
export SDC_FILE = /design/flow/constraint.sdc
export NUM_CORES = 4
export LEC_CHECK = 1
export CORE_UTILIZATION = 30
==> /design/flow/constraint.sdc <==
current_design registerFile

set clk_period 11.9
set clk_io_pct 0.2

create_clock -name clk0 -period $clk_period [get_ports {clk}]

set non_clock_inputs [all_inputs -no_clocks]
set_input_delay [expr $clk_period * $clk_io_pct] -clock clk0 $non_clock_inputs
set_output_delay [expr $clk_period * $clk_io_pct] -clock clk0 [all_outputs]
==> qor.csv <==
metric,value,unit
postCtsSetupBuffers,0,
place_hpwl,84600,um
cts_root_buffer,clkbuf_16,
pwr-share-seq,41.9,%
vias_per_cell,5.22,
p_sw_share,28.2,%
cts_resized,0,
globalRouteOverflowTotal,0,
clock_path_buffers,3,
power_frac_clock,50.3,%
synth.distinct_cells,26,
avgSynthCellArea,18.8,um2
drc_errors,0,
grt_use_met3,16.0,%
top_usage_layer,met2,
cap_violations,0,
ys_area,46100,um2
fp_util,30.3,%
top_cell_area_share,64.6,%
arrival,9170,ps
leakage,22.5,nW
cts_tree,yes,
rsz0062_at_grt,no,
clkSinkCount,992,
clk_pin_slew,50,ps
synthArstFlopShare,0,%
gr-usage-met1,20.5,%
numCtsBuffers,107,
synth-edff-count,992,
flop_cell,edfxtp_1,
hold_class,primary input to output pin,
grt_pass1_vias,34216,
gp_congestion,0.895,
largest-register,registers,
cp_data_required_time,9520,ps
antenna_found_initial,3,
pwr-share-comb,7.8,%
relSlewSlack,43.4,%
postSynthSeqShare,64.6,%
insertedDiodeCount,0,
worstPathMaxFanout,2,
reg_top3,registers x992,
first_pass_iters,5,
hold_buffers,0,
synthTopCellsByArea,"edfxtp_1 (65%), mux4_2 (19%), a22o_1 (3.6%)",
rows,143,
p_int,0.00675,W
seq_area,29800,um2
grt_max_degree,83,
worst_slew_pin_slew,848,ps
tns,0,ps
wl_per_cell,25.4,um
power_density,163,nW/um2
grt_pass1_wl,212000,um
nFillCells,13646,
finalPower,0.00940,W
fin_util,37.8,%
die_h,394,um
finalHoldViolations,0,
largest_area_cell,edfxtp_1,
switching_power,0.00265,W
setup_viol,0,
place_ws,1080,ps
synthCells,2448,
criticalPathCategory,flip-flop to output pin,
ioPinCount,113,
critPathLaunchType,flip-flop,
warning_count,1017,
num_vias,29731,
ys_ff,992,
cts_max_level,3,
ys_cells,2448,
crit_path_end_kind,output pin,
die_w,394,um
drt_iter0_drc,1651,
status,completed,
layout-drive-gt1-share,21.9,%
worst_slack,347,ps
track_usage,20.1,%
chip_area,155000,um2
irDropWorstVdd,0.000129,V
grt_util_met2,29.7,%
io_buffers,112,
largest_reg_flops,992,
ant_nets,0,
synth_area,46100,um2
comb_area,15600,um2
top_cell,edfxtp_1,
core,152000,um2
maxSlewViolCount,0,
yosys_warnings,1,
area_delta_synth_final,24.9,%
drt-total-wl,145000,um
netlist_top_cells_count,"edfxtp_1 (992), mux4_2 (384), a22o_1 (192)",
==> layer usage <==
layer | vias to the layer above | part of all wire, %
met5 | - | 0.13
met4 | 10 | 3.7
met1 | 14539 | 33
li1 | 12828 | -
met2 | 2040 | 48
met3 | 314 | 16
==> area by class of cell <==
class / instances / area share (%)
inverters: 2 / 0.0152
repair buffers: 243 / 3.94
well taps: 2030 / 4.41
flip-flops and latches: 992 / 51.7
clock inverters: 1082 / 8.25
clock buffers: 107 / 4.65
multi-input cells: 1242 / 27.0
==> worst paths after layout <==
kind              from          to  slack (ps)  cells after the start
max   registers[16][2]   rdata2[2]         350                      5
min             rs2[3]  rdata2[22]        5790                      4
==> worst max-delay path, stage by stage (launching register included) <==
cell	delay, ps
edfxtp_1	390
mux4_2	500
a22o_1	190
o21ai_1	620
o31ai_1	310
clkdlybuf4s50_1	510
==> logic make-up (layout without fill, tap and decap cells) <==
group	Yosys count	count (layout)	share of synthesized area (%)
AND-OR/OR-AND	448	448	7.29
buffers and inverters	214	1434	2.33
flip-flops	992	992	64.6
multiplexers	608	608	23.8
AND/OR/NAND/NOR	186	186	2.00
==> power groups by stage <==
stage	combinational, W	sequential [W]	clock (W)
4_1_cts	0.000740	0.00394	0.00488
5_1_grt	0.000781	0.00393	0.00526
6_report	0.000734	0.00394	0.00473
==> cell usage in the layout, fill, tap and decap left out, drive strengths merged <==
cell type,n
edfxtp,992
clkdlybuf4s50,102
nand3,2
mux4,384
a211oi,64
clkinv,9
mux2,64
nand2b,2
o22ai,64
or3,1
and2,34
buf,141
bufinv,20
mux2i,160
nor2b,6
inv,1037
clkinvlp,18
o31ai,64
nand3b,5
and3,32
or3b,3
o21ai,64
nand2,67
a22o,192
clkbuf,107
nor2,34
==> through the flow <==
step           instance area [um2]  hold WS, ps  std cells
6_report                     57600         5790       5698
3_3_place_gp                 50200         5810       4510
4_1_cts                      57600         5800       5698
5_1_grt                      57600         5840       5698
2_1_floorplan                46100         5080       2448
3_5_place_dp                 50200         5800       4510
No activity file was given, so power comes from the tool's default toggle rates.
